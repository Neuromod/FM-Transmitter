<file path="./design.v">
module Deserializer(clk, reset, enable, inData, available, outData);
    parameter blockSize = 2;
    input  wire                         clk;
    input  wire                         reset;
    input  wire                         enable;
    input  wire [7 : 0]                 inData;
    output reg                          available = 0;
    output reg  [8 * blockSize - 1 : 0] outData   = 0;
    reg [$clog2(blockSize) - 1 : 0]   index  = 0;
    reg [8 * (blockSize - 1) - 1 : 0] buffer = 0;
    always @(posedge clk)
    begin
        if (reset)
        begin
            available <= 0;
            outData   <= 0;
            index     <= 0;
        end
        else
        begin
            if (enable)
            begin
                if (index != blockSize - 1)
                begin
                    buffer    <= {inData, buffer[blockSize * 8 - 9 : 8]};
                    index     <= index + 1;
                    available <= 0;
                end
                else    
                begin
                    outData   <= {inData, buffer};
                    index     <= 0;
                    available <= 1;
                end
            end
        end
    end
endmodule
</file>
<file path="./run.sh">
#!/bin/bash
# OpenROAD 26Q1-2900-gdf79404cd8, Yosys 0.63+post, stock flow scripts
make -C /OpenROAD-flow-scripts/flow DESIGN_CONFIG=/design/flow/config.mk WORK_HOME=/design/flow/orfs finish
</file>
<file path="./config.mk">
export PLATFORM = sky130hd
export DESIGN_NAME = Deserializer
export DESIGN_NICKNAME = Deserializer
export VERILOG_FILES = /design/flow/design.v
export SDC_FILE = /design/flow/constraint.sdc
export NUM_CORES = 4
export LEC_CHECK = 1
export CORE_AREA = 10 10 103 103
export DIE_AREA = 0 0 113 113
</file>
<file path="./constraint.sdc">
current_design Deserializer

set clk_period 2.3
set clk_io_pct 0.2

create_clock -name clk0 -period $clk_period [get_ports {clk}]

set non_clock_inputs [all_inputs -no_clocks]
set_input_delay [expr $clk_period * $clk_io_pct] -clock clk0 $non_clock_inputs
set_output_delay [expr $clk_period * $clk_io_pct] -clock clk0 [all_outputs]
</file>
==> results.cfg <==
; synthesis and place-and-route metrics
[global_routing]
antenna_found_initial = 0
grt_max_degree = 33
grt_pass1_vias = 664
gr-total-overflow = 0
grt_pass1_wl_um = 3930
grt_use_total_pct = 3.77

[power_and_ir_drop]
leakage_nw = 0.445
p_switching_uw = 189
power_frac_seq_pct = 57.3
total_power_uw = 827
combPwrFrac_pct = 12.9
intPower_uw = 637
vdd_drop_max_mv = 0.184
powerDensity_nw_per_um2 = 590
p_clk_share_pct = 29.7
switching_share_pct = 22.9

[logic_synthesis]
topCellsByArea = dfxtp_1 33%, edfxtp_1 21%, a21bo_1 12%, a21oi_2 10%, nand3_1 7.3%
ys_types = 15
postSynthAreaPerCell_sq_um = 11.9
yosys_warnings = 2
netlist_top_cells_count = 17 x dfxtp_1, 15 x nand3_1, 12 x a21bo_1, 12 x a21oi_2, 7 x edfxtp_1
postSynth.asyncResetShare_pct = 0
ys_area_sq_um = 1020
synth.largest_area_cell = dfxtp_1
flop_cell = dfxtp_1
yosysMostFrequentCell = dfxtp_1
synth_seq_share_pct = 53.7
synth_cells = 86
ys_cells = 86
synth_top_area_share_pct = 33.2
synth-edff-count = 7
netlist_area_sq_um = 1020
synth.ff_latch_count = 24

[worst_setup_path]
criticalPathCategory = reg -> out
crit_required_ns = 1.84
crit_chain = clkdlybuf4s50_1
crit_slowest_cell = clkdlybuf4s50_1
critPathTopFamily = buffers and inverters
max_stage_delay_ns = 0.50
path_max_fanout = 2
cp-end-kind = output port
worst-endpoint-arrival_ns = 1.10
crit_buf_inv = 1
start_kind = flop

[sta]
fin_setup_tns_ns = 0
layout_min_cycle_time_ns = 1.56
finalMaxSlewViolations = 0
min_period_over_period_pct = 67.8
rsz0062_at_grt = no
setup_violations = 0
max_freq_mhz = 641
finalHoldViolCount = 0
maxSlewHeadroom_pct = 49.4
skew_ns = 0.00136
worstMarginPinSlew_ns = 0.757

[routing]
wl_per_cell_um = 11.7
drt_iter0_drc = 60
routed.top_layer = met3
drtAntennaViolNets = 0
drc = 0
viasPerCell = 3.13
wl_um = 2510
wl_met2_um = 1120
vias = 670
dr_wl_met3_um = 148
dr.pass1.iters = 4
diodes = 0
met1_length_um = 1240

[floorplan]
core_sq_um = 8300
placement_rows = 33
die_area_sq_um = 12800
ios = 28
fp.dieH_um = 113
fp_util_pct = 12.3
fp.dieW_um = 113

[clocking]
cts_buffers = 3
clock_latency_ns = 0.26
hold_buffers = 0
cts_setup_buffers = 0
cts_resized = 0
cts_max_level = 1
cts_tree = built
clk_pin_slew_ns = 0.08
cts_max_path_buffers = 2
cts_sinks = 24
cts_root_buffer = clkbuf_8

[layout]
fill_cells = 899
drive_above_1_share_pct = 20.2
register_area_sq_um = 551
syn2layout_area_growth_pct = 36.6
combGateArea_sq_um = 383

[run_status]
outcome = finished clean

[min_path]
holdCritPathClass = reg -> reg

[run]
warning_count = 25
cap_violations = 0

[placement]
place_congestion = 0.702
dpl.hpwl_um = 1820
portBuffers = 26
[placed cells by master (no fill, tap or decap)]
| cell type | count |
|---|---|
| a21bo_1 | 12 |
| xnor2_1 | 1 |
| a21oi_2 | 12 |
| nor3b_1 | 1 |
| conb_1 | 1 |
| nand3_1 | 15 |
| clkbuf_8 | 3 |
| a21oi_1 | 3 |
| edfxtp_1 | 7 |
| mux2i_1 | 1 |
| a21bo_2 | 3 |
| clkinv_1 | 1 |
| buf_4 | 4 |
| nor2_1 | 2 |
| dfxtp_1 | 17 |
| clkdlybuf4s50_1 | 26 |
[power groups by stage]
| stage | Sequential, mW | Clock (mW) | Combinational (mW) |
|---|---|---|---|
| after global routing | 0.478 | 0.272 | 0.117 |
| after CTS | 0.474 | 0.257 | 0.109 |
| final | 0.474 | 0.246 | 0.107 |
[final cells by class]
type / instances / share of cell area [%]
Sequential cell: 24 / 39.3
Multi-Input combinational cell: 51 / 27.3
Timing Repair Buffer: 30 / 20.7
Tap cell: 105 / 9.38
Clock buffer: 3 / 2.95
Clock inverter: 1 / 0.268
[flip-flops by register name, summed over array words and instances (netlist names)]
register	count
index	1
available	1
outData	15
buffer	7
[cell families after synthesis]
kind of cell	after synthesis	synth area share (%)
buf+inv	11	8.91
other cells	1	0.366
flops	24	53.7
xor+xnor	1	0.855
simple gates	18	8.79
compound gates	30	26.4
mux	1	0.977
[stage by stage]
step	utilization (%)	hold slack [ns]	setup slack [ns]	std cells	area, sq um
after floorplan	-	0.427	0.622	86	1020
after global placement	16.3	0.454	0.647	210	1360
after detailed placement	16.3	0.452	0.649	210	1360
after CTS	16.9	0.474	0.722	214	1400
after global routing	16.9	0.507	0.670	214	1400
final	16.9	0.471	0.741	214	1400
[worst paths after layout]
check	startpoint	to	slack, ns	depth (start not counted)
setup / recovery	outData[0]	outData[0]	0.74	1
hold / removal	buffer[7]	buffer[0]	0.47	0
setup reg to reg	index	outData[5]	0.87	3
hold reg to reg	buffer[7]	buffer[0]	0.47	0
[metal layers]
| metal | vias up | GRT usage, % |
|---|---|---|
| met2 | 21 | 5.72 |
| met1 | 304 | 5.20 |
| met5 | - | 0 |
| met3 | 0 | 1.28 |
| met4 | 0 | 0.508 |
| li1 | 345 | - |
